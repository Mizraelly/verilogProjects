==> flow/design.v <==
module CU(clk, Run, Resetn, IR, IRin, R0in, R1in, R2in, R3in, R4in, R5in, R6in, R7in, Ain, Gin, R0out, R1out, R2out, R3out, R4out, R5out, R6out, R7out, Gout, DINout, AddSub, Done);
parameter [2:0]  idle = 0, load_command = 1, move = 2, movei = 3, ar_op_load_op1 = 4,ar_op_load_op2 = 5, ar_op_mov_res_done = 6; 
parameter [2:0]  mv = 0, mvi = 1, add = 2, sub = 3; 
input      clk, Run, Resetn;
input      [8:0] IR;
output     R0in, R1in, R2in, R3in, R4in, R5in, R6in, R7in, R0out, R1out, R2out, R3out, R4out, R5out, R6out, R7out;
output reg Done;    
output reg Gout, DINout, Ain, Gin, IRin;
output AddSub;
reg [7:0] mul_control;      
reg [7:0] reg_control;      
reg  [2:0] current_state;
reg  [2:0] next_state;
reg [2:0] command;
reg [2:0] op1, op2;
wire [7:0] op1_decoder_out;      
wire [7:0] op2_decoder_out;
decoder op1_decoder(op1,op1_decoder_out);
decoder op2_decoder(op2,op2_decoder_out);
reg change_state;
assign R0out  =  mul_control[0];
assign R1out  =  mul_control[1];
assign R2out  =  mul_control[2];
assign R3out  =  mul_control[3];
assign R4out  =  mul_control[4];
assign R5out  =  mul_control[5];
assign R6out  =  mul_control[6];
assign R7out  =  mul_control[7];
assign R0in   =  reg_control[0];
assign R1in   =  reg_control[1];
assign R2in   =  reg_control[2];
assign R3in   =  reg_control[3];
assign R4in   =  reg_control[4];
assign R5in   =  reg_control[5];
assign R6in   =  reg_control[6];
assign R7in   =  reg_control[7];
assign AddSub = command[1] & command[0];     
always @(posedge clk, negedge Resetn) begin
    if(~Resetn) begin
        current_state <= idle;
        next_state <= idle;
        Done <= 1'b0;
        IRin <= 1'b0;
    end else
        current_state <= next_state;
end
always @(*) begin
     case (current_state)
        idle: begin
                Done <= 1'b0;
                mul_control <= 8'b0000_0000;
                reg_control <= 8'b0000_0000;
                DINout <= 1'b0;
                Gout <= 1'b0;
                Gin <= 1'b0;
                Ain <= 1'b0;  
            if(Run)
                next_state <= load_command;
        end
        load_command: begin
            command = IR[8:6];
            op1     = IR[5:3];
            op2     = IR[2:0];
            IRin  = 1'b0;
            case (command)
                mv:  next_state <= move;
                mvi: next_state <= movei;
                add: next_state <= ar_op_load_op1;
                sub: next_state <= ar_op_load_op1;
                default: next_state <= idle;
            endcase
        end
        move: begin
                reg_control <= op1_decoder_out;      
                mul_control <= op2_decoder_out;      
                Done <= 1'b1;
                next_state <= idle;
        end
        movei: begin
                DINout <= 1'b1;
                reg_control <= op1_decoder_out;      
                Done <= 1'b1;
                next_state <= idle;
        end
        ar_op_load_op1: begin
                Ain <= 1'b1;
                mul_control <= op1_decoder_out;      
                next_state <= ar_op_load_op2;
        end
        ar_op_load_op2: begin
                Ain <= 1'b0;
                mul_control <= op2_decoder_out;      
                Gin <= 1'b1;                         
                next_state <= ar_op_mov_res_done;
        end
        ar_op_mov_res_done: begin
                Gin <= 1'b0;
                Gout <= 1'b1;
                mul_control <= 8'b0000_0000;
                reg_control <= op1_decoder_out;
                Done <= 1'b1;
                next_state <= idle;
        end
    endcase
end
endmodule
module decoder(code,out);
input        [2:0] code;
output  reg  [7:0] out;
always @*
    case (code)
        3'd0: out = 8'b0000_0001;
        3'd1: out = 8'b0000_0010;
        3'd2: out = 8'b0000_0100;
        3'd3: out = 8'b0000_1000;
        3'd4: out = 8'b0001_0000;
        3'd5: out = 8'b0010_0000;
        3'd6: out = 8'b0100_0000;
        3'd7: out = 8'b1000_0000;
    endcase
endmodule
module AU(a1,a2,b1,b2,itask,out1,out2);
input [15:0] a1,a2,b1,b2;
input [1:0] itask;
output reg [31:0] out1,out2;
parameter [1:0] SUM = 0, SUB = 1, MUL = 2, DIV = 3;
always @(a1,a2,b1,b2,itask)begin
	case(itask)
		SUM: begin 	out1 = a1 + b1;
					out2 = a2 + b2;
			end
		SUB: begin 	out1 = a1 - b1;
					out2 = a2 - b2;
			end
		MUL: begin 	out1 = a1 * b1;
					out2 = a2 * b2;		
			end
		DIV: begin 	out1 = a1 / b1;
					out2 = a2 / b2;
			end
	endcase
end
endmodule
module uMac(i_a1,i_a2,i_b1,i_b2,i_clk,i_rst_n,i_mode,i_task,o_out1,o_out2);
input [15:0] i_a2 , i_a1, i_b2, i_b1;
input i_clk,i_rst_n,i_mode;
input [1:0] i_task;
output[31:0] o_out2 , o_out1;
reg [31:0] out1,out2;
parameter Complex = 1, Simple = 0;
wire [31:0] outAU1,outAU2,outRe,outIm;
assign o_out1 = out1;
assign o_out2 = out2;
AU AU1(i_a1,i_a2,i_b1,i_b2,i_task,outAU1,outAU2);
CU CU1(i_a1,i_a2,i_b1,i_b2,i_task,outRe,outIm);
always@(posedge i_clk , negedge i_rst_n) begin
	if (~i_rst_n) begin
		out1 <= 32'b0;
		out2 <= 32'b0;
	end else begin
		case (i_mode)
			Simple: begin 	out1 <= outAU1;
							out2 <= outAU2; end
			Complex:begin 	out1 <= outRe;
							out2 <= outIm; end 
		endcase
	end
end
endmodule
==> flow/run.sh <==
#!/bin/bash
# OpenROAD 26Q1-2900-gdf79404cd8, Yosys 0.63+post, stock flow scripts
make -C /OpenROAD-flow-scripts/flow DESIGN_CONFIG=/design/flow/config.mk WORK_HOME=/design/flow/orfs finish
==> flow/config.mk <==
export PLATFORM = sky130hd
export DESIGN_NAME = uMac
export DESIGN_NICKNAME = uMac
export VERILOG_FILES = /design/flow/design.v
export SDC_FILE = /design/flow/constraint.sdc
export NUM_CORES = 4
export LEC_CHECK = 1
export CORE_UTILIZATION = 40
==> flow/constraint.sdc <==
current_design uMac

set clk_period 1.0
set clk_io_pct 0.2

create_clock -name clk0 -period $clk_period [get_ports {i_a1}]
create_clock -name clk1 -period $clk_period [get_ports {i_clk}]

set non_clock_inputs [all_inputs -no_clocks]
set_input_delay [expr $clk_period * $clk_io_pct] -clock clk0 $non_clock_inputs
set_output_delay [expr $clk_period * $clk_io_pct] -clock clk0 [all_outputs]
==> flow_metrics.tcl <==
# implementation run metrics
set metrics [dict create \
    ys_ff 34 \
    async_flop_share_pct 100.0 \
    ys_types 46 \
    error_line "ERROR: Found 2 problems in 'check -assert'." \
    synth-main-ff-cell "dfrtp_1" \
    status "did not finish" \
    edf_count 0 \
    synth_warnings 11 \
    yosys_area_sq_um 2658 \
    synth_seq_share_pct 32.02 \
    lastStage "synthesis" \
    ys_cells 291 \
]
cell families after synthesis:
group                      count (synthesis)  synth area share, %
DFF                                       34                32.02
xor gates and xnor gates                  15                4.944
and+or+nand+nor                           83                15.63
other                                      1               0.1411
adders and majority gates                 34                16.57
AOI/OAI and AO/OA                         75                18.88
buffers and inverters                     48                11.39
muxes                                      1               0.4237
cells in the mapped netlist (2+ instances only):
| library cell | count | area (sq um) |
|---|---|---|
| nor2b_1 | 6 | 37.54 |
| a31oi_1 | 3 | 18.77 |
| buf_4 | 32 | 240.2 |
| o31ai_1 | 2 | 15.01 |
| and2_1 | 2 | 12.51 |
| nor3_1 | 14 | 70.07 |
| nand3_1 | 2 | 10.01 |
| o21ai_0 | 13 | 65.06 |
| nand2_1 | 9 | 33.78 |
| ha_1 | 32 | 400.4 |
| dfrtp_1 | 34 | 850.8 |
| nor4b_1 | 2 | 17.52 |
| nor3b_1 | 2 | 15.01 |
| buf_2 | 2 | 10.01 |
| o2111ai_1 | 2 | 17.52 |
| xor2_1 | 9 | 78.83 |
| a21o_1 | 7 | 52.55 |
| clkbuf_1 | 2 | 7.510 |
| inv_1 | 10 | 37.54 |
| a21oi_1 | 16 | 80.08 |
| nor2_1 | 35 | 131.4 |
| fa_1 | 2 | 40.04 |
| o31a_1 | 5 | 43.79 |
| nand4_1 | 2 | 12.51 |
| a211oi_1 | 6 | 45.04 |
| buf_1 | 2 | 7.510 |
| o21a_1 | 13 | 97.59 |
| xnor2_1 | 6 | 52.55 |
| o21bai_1 | 2 | 15.01 |
